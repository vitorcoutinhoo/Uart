`./run.sh`:
```
#!/bin/bash
# OpenROAD 26Q1-2900-gdf79404cd8, Yosys 0.63+post, stock flow scripts
make -C /OpenROAD-flow-scripts/flow DESIGN_CONFIG=/design/flow/config.mk WORK_HOME=/design/flow/orfs finish
```
`./config.mk`:
```
export PLATFORM = sky130hd
export DESIGN_NAME = uart_rx
export DESIGN_NICKNAME = uart_rx
export VERILOG_FILES = /design/flow/design.v
export SDC_FILE = /design/flow/constraint.sdc
export NUM_CORES = 4
export LEC_CHECK = 1
export CORE_AREA = 10 10 102 102
export DIE_AREA = 0 0 112 112
```
`./design.v`:
```
module uart_rx (
    input logic clk, n_rst, rx,
    output logic ready_out, valid_out,
    output byte data_out
);
    localparam logic[1:0]
        idle = 2'b00,
        start = 2'b01,
        data = 2'b10,
        stop = 2'b11;
    byte data_reg;
    logic ready_reg, valid_reg;
    logic [1:0] state;
    logic [3:0] clk_cnt;
    logic [2:0] data_cnt;
    always_ff @(posedge clk, negedge n_rst ) begin
        if(~n_rst) begin
            state <= idle;
            valid_reg <= 1'b0;
            data_reg <= '0;
            clk_cnt <= 0;
            data_cnt <= 0;
        end
        else begin
            case(state)
                idle: begin
                    ready_reg <= 1'b1;
                    if(~rx)
                        state <= start;
                end
                start: begin
                    ready_reg <= 1'b0;
                    if(clk_cnt == 7) begin
                        clk_cnt <= 0;
                        if (~rx) begin
                            state <= data;
                        end
                        else
                            state <= idle;
                    end
                    else
                        clk_cnt++;
                end
                data: begin
                    if (clk_cnt == 15) begin
                        data_reg <= {rx, data_reg[7:1]};
                        if(data_cnt == 7) begin
                            data_cnt <= 0;
                            valid_reg <= 1'b1;
                            state <= stop;
                        end
                        else
                            data_cnt++;
                    end
                    else
                        clk_cnt++;
                end
                stop: begin
                    if(clk_cnt == 15 && rx) begin
                        clk_cnt <= 0;
                        valid_reg <= 1'b0;
                        state <= idle;
                    end
                    else
                        clk_cnt++;
                end
            endcase
        end
    end
    assign data_out = data_reg;
    assign valid_out = valid_reg;
    assign ready_out = ready_reg;
endmodule
```
`./constraint.sdc`:
```
current_design uart_rx

set clk_period 3.4
set clk_io_pct 0.2

create_clock -name clk0 -period $clk_period [get_ports {clk}]

set non_clock_inputs [all_inputs -no_clocks]
set_input_delay [expr $clk_period * $clk_io_pct] -clock clk0 $non_clock_inputs
set_output_delay [expr $clk_period * $clk_io_pct] -clock clk0 [all_outputs]
```
==> flow_summary.json <==
{
  "critical_path.endpoint_type": "primary output",
  "boundaryPins": 13,
  "worstPathCellList": "clkdlybuf4s50_1",
  "rsz0062_at_grt": "no",
  "die_area_mm2": 0.0125,
  "global_route_wire_length_before_repair_um": 3230,
  "slowest_delay_ns": 0.49,
  "fillers": 898,
  "period_used_pct": 53.5,
  "timing_hold_violations_final": 0,
  "worst_skew_pair.late_latency_ns": 0.25,
  "cts.repair.resized": 0,
  "numClockSinks": 21,
  "maxCapViolations": 0,
  "number_of_antenna_violations_at_the_first_check_in_global_routing": 0,
  "worstPathArrival_ns": 1.14,
  "totalWireLength_um": 1910,
  "route.detailed.drc": 0,
  "cts_tree": "done",
  "critical_path.slowest_cell": "sky130_fd_sc_hd__clkdlybuf4s50_1",
  "routed-via-count": 635,
  "seq_power_share_pct": 58.7,
  "root_buffer": "sky130_fd_sc_hd__clkbuf_8",
  "worst_hold_check_path_type": "reg2reg",
  "layout.area.seq_um2": 532,
  "yosys_chip_area_um2": 985,
  "core_region_area_mm2": 0.00822,
  "power_uw": 442,
  "combPwrFrac_pct": 5.0,
  "fin_tns_setup_ns": 0,
  "critPathBufInv": 1,
  "fmax_ghz": 0.550,
  "final.setup.worst_slack_ns": 1.58,
  "antenna-diode-count": 0,
  "part_of_the_power_in_the_clock_network_pct": 36.2,
  "grt_util_overall_pct": 3.02,
  "synth.cell_area_um2": 985,
  "mostFrequentLayoutCell": "sky130_fd_sc_hd__dfrtp_1",
  "gp_routability_congestion": 0.756,
  "final.min_clock_period_ns": 1.82,
  "worst_setup_path_start_kind": "flop",
  "hpwlAfterDp_um": 1420,
  "drt_first_iter_violations": 31,
  "synth.largest_area_cell": "sky130_fd_sc_hd__dfrtp_1",
  "final-max-slew-violation-count": 0,
  "final_layout_size_suffix_gt1_share_pct": 23.2,
  "flow.area_growth_from_synthesis_pct": 28.7,
  "max-vdd-ir-drop_uv": 118,
  "power.density_mw_per_mm2": 349,
  "grt_overflow_total": 0,
  "routedWlPerCell_um": 9.56,
  "netlist-cell-type-count": 33,
  "yosys-top-cells-area": "sky130_fd_sc_hd__dfrtp_1, sky130_fd_sc_hd__mux2_2, sky130_fd_sc_hd__o21ai_0, sky130_fd_sc_hd__ha_1, sky130_fd_sc_hd__edfxtp_1",
  "critPathRequiredTime_ns": 2.72,
  "synth-seq-area-share_pct": 54.0,
  "type_of_the_worst_setup_path": "reg2out",
  "ff_type": "sky130_fd_sc_hd__dfrtp_1",
  "layout.area.comb_um2": 420,
  "tightest_slew_ns": 0.356,
  "iteration_tally_of_the_first_detailed_router_pass": 3,
  "number_of_synthesized_register_bits": 21,
  "rows": 33,
  "async_reset_ff_share_pct": 95.2,
  "die_height_um": 112,
  "fp-utilization_pct": 12.0,
  "path_delay_family": "buffers and inverters",
  "cts_made_buffers": 3,
  "switching_power_uw": 88.3,
  "route.detailed.vias_per_inst": 3.18,
  "route.antenna.remaining_nets": 0,
  "stage_log_warnings": 25,
  "yosys-stat-cells": 81,
  "ys.warnings.count": 1,
  "mostFrequentLayoutCells": "sky130_fd_sc_hd__dfrtp_1, sky130_fd_sc_hd__clkdlybuf4s50_1, sky130_fd_sc_hd__mux2_2, sky130_fd_sc_hd__o21ai_0, sky130_fd_sc_hd__nand2_1",
  "post-synth-top-area-fraction_pct": 48.3,
  "setup_viol": 0,
  "post-place-ws_ns": 1.45,
  "die_width_um": 112,
  "outcome": "complete, no violations",
  "p_int_uw": 354,
  "enable_flop_cells": 1,
  "cts_max_path_buffers": 2,
  "largest_register_ffs": 8,
  "clk_pin_slew_ns": 0.07,
  "postSynthAreaPerCell_um2": 12.2,
  "swShare_pct": 20.0,
  "max-slew-margin-rel_pct": 76.3,
  "post_cts_hold_buffer_count": 0,
  "synthesis.instances": 81,
  "portBuffers": 12,
  "leakage_power_total_nw": 0.524,
  "htree_levels": 1,
  "final.setup_skew_ns": 0.00163,
  "crit_path_max_fanout": 3,
  "grt_max_degree": 22,
  "cts.repair_timing.setup_buffer_count": 0,
  "grt_pass1_vias": 633
}
-- per-layer routing --
layer / track usage, % / part of all wire, % / vias to the layer above
met3: 1.63 / 8.4 / 2
met4: 0.508 / 1.4 / 0
met1: 4.26 / 49 / 305
met2: 4.00 / 41 / 9
met5: 0 / 0 / -
li1: - / - / 319
-- final timing paths --
| check | from | end | slack, ns | depth (start not counted) |
|---|---|---|---|---|
| max in group asynchronous | n_rst | state[0] | 2.38 | 2 |
| setup / recovery | data_reg[7] | data_out[7] | 1.58 | 1 |
| hold / removal | data_cnt[2] | data_cnt[2] | 0.51 | 1 |
| min in group asynchronous | n_rst | state[2] | 0.76 | 2 |
| setup reg to reg | clk_cnt[0] | data_reg[7] | 1.80 | 4 |
| hold reg to reg | data_cnt[2] | data_cnt[2] | 0.51 | 1 |
-- final cells by class --
| cell class | instances | share of cell area, % |
|---|---|---|
| clock buffers | 4 | 3.55 |
| repair buffers | 13 | 10.1 |
| flip-flops and latches | 21 | 42.0 |
| inverters | 3 | 0.888 |
| well taps | 105 | 10.4 |
| multi-input cells | 54 | 33.2 |
-- metrics by stage --
stage | utilization [%] | hold WS [ns] | cell area [um^2] | std cells
after CTS | 15.4 | 0.521 | 1270 | 200
after floorplan | - | 0.384 | 985 | 81
after detailed placement | 14.9 | 0.499 | 1220 | 196
final | 15.4 | 0.513 | 1270 | 200
after global placement | 14.9 | 0.494 | 1220 | 196
after global routing | 15.4 | 0.534 | 1270 | 200
-- synth_stat cells (2+ instances only) --
cell	number
sky130_fd_sc_hd__o21ai_0	8
sky130_fd_sc_hd__nand3_1	2
sky130_fd_sc_hd__mux2i_1	2
sky130_fd_sc_hd__dfrtp_1	19
sky130_fd_sc_hd__nor2_1	2
sky130_fd_sc_hd__buf_2	2
sky130_fd_sc_hd__inv_1	3
sky130_fd_sc_hd__nand2_1	6
sky130_fd_sc_hd__mux2_2	11
sky130_fd_sc_hd__ha_1	3
-- power groups by stage --
| stage | Clock, mW | Sequential (mW) | Combinational (mW) |
|---|---|---|---|
| after global routing | 0.181 | 0.261 | 0.0256 |
| after CTS | 0.171 | 0.260 | 0.0237 |
| final | 0.160 | 0.260 | 0.0223 |
-- kinds of logic (layout without fill, tap and decap cells) --
group	count (synthesis)	count (layout)	share of synthesized area, %
buf+inv	6	20	3.30
mux	13	13	14.6
xor+xnor	1	1	0.890
compound gates	17	17	12.3
flops	21	21	54.0
fa+ha+maj	3	3	3.81
simple gates	20	20	11.1
Power figures rest on the tool's default switching activity, not on a simulated workload.
