<file path="design/flow/design.v">
module uart_tx #(parameter DATA_BITS = 8, STOP_BITS = 1)(
    input clk, n_rst, valid_in,
    input [DATA_BITS - 1: 0] data_in,
    output tx, ready_out 
);
    localparam reg [1:0]
        idle = 2'b00,
        start = 2'b01,
        data = 2'b10,
        stop = 2'b11;
    reg tx_reg = 1'b1;
    reg next_tx;
    reg ready_reg, next_ready;
    reg [DATA_BITS - 1: 0] data_reg, next_data;
    reg [1:0] state, next_state;
    reg [4:0] clk_cnt, next_clk;
    reg [2:0] bit_cnt, next_bit;
    always @(posedge clk, negedge n_rst) begin
        if(~n_rst) begin
            state <= idle;
            tx_reg <= 1'b1;
            ready_reg <= 1'b0;
            data_reg <= '0;
            clk_cnt <= 0;
            bit_cnt <=0;
        end
        else begin
            state <= next_state;
            tx_reg <= next_tx;
            ready_reg <= next_ready;
            clk_cnt <= next_clk;
            bit_cnt <= next_bit;
            data_reg <= next_data;
        end
    end
    always @(*) begin
        next_state = state;
        next_tx = tx_reg;
        next_ready = ready_reg;
        next_clk = clk_cnt;
        next_bit = bit_cnt;
        next_data = data_reg;
        case (state)
            idle: begin
                next_tx = 1'b1;
                next_ready = 1'b1;
                if(valid_in) begin
                    next_data = data_in;
                    next_clk = 0;
                    next_state = start;
                end
            end
            start: begin
                next_ready = 1'b0;
                next_tx = 1'b0;
                if(clk_cnt == 15) begin
                    next_clk = 0;
                    next_bit = 0;
                    next_state = data;
                end
                else
                    next_clk = clk_cnt + 1;
            end
            data: begin
                next_tx = data_reg[0];
                if (clk_cnt == 15) begin
                    next_clk = 0;
                    next_data = data_reg >> 1;
                    if (bit_cnt == DATA_BITS - 1)
                        next_state = stop;
                    else
                        next_bit = bit_cnt + 1;
                end
                else
                    next_clk = clk_cnt + 1;
            end
            stop: begin
                next_tx = 1'b1;
                if(clk_cnt == (16 * STOP_BITS) - 1)
                    next_state = idle;
                else
                    next_clk = clk_cnt + 1;
            end
        endcase
    end
    assign tx = tx_reg;
    assign ready_out = ready_reg;
endmodule
</file>
<file path="design/flow/run.sh">
#!/bin/bash
# OpenROAD 26Q1-2900-gdf79404cd8, Yosys 0.63+post, stock flow scripts
make -C /OpenROAD-flow-scripts/flow DESIGN_CONFIG=/design/flow/config.mk WORK_HOME=/design/flow/orfs finish
</file>
<file path="design/flow/config.mk">
export PLATFORM = sky130hd
export DESIGN_NAME = uart_tx
export DESIGN_NICKNAME = uart_tx
export VERILOG_FILES = /design/flow/design.v
export SDC_FILE = /design/flow/constraint.sdc
export NUM_CORES = 4
export LEC_CHECK = 1
export CORE_AREA = 10 10 109 109
export DIE_AREA = 0 0 119 119
</file>
<file path="design/flow/constraint.sdc">
current_design uart_tx

set clk_period 2.4
set clk_io_pct 0.2

create_clock -name clk0 -period $clk_period [get_ports {clk}]

set non_clock_inputs [all_inputs -no_clocks]
set_input_delay [expr $clk_period * $clk_io_pct] -clock clk0 $non_clock_inputs
set_output_delay [expr $clk_period * $clk_io_pct] -clock clk0 [all_outputs]
</file>
==> notes.md <==
run metrics: kind of path behind the tightest hold check flop to flop, fin area 1440 µm², number of primary I/O pins 13, sort of element at the start of the critical path flop, antenna violations before repair 0, setup repair after global routing missed its margin no, final hold vios 0, most used flip-flop cell after synthesis dfrtp_1, via count 895, combined global-route utilization of all metal layers 3.77%, Total Negative Setup Slacks 0 ns, Starting Density 11.8%, class of the most critical setup path flop to flop, start point of the worst min-delay path data_reg[7], vias in the first global route 912, Clock Tree Buf Depth 2, top cell types by occurrence after synthesis dfrtp_1 (20), nand2_1 (15), o22ai_1 (14), gate count after technology mapping 112, Antenna Cells 0, result of the run finished, final reports clean, total of endpoints with negative setup slack in the final report 0, placer's final routability congestion estimate 0.767, number of enable-type register cells in the synthesized netlist 0, Least-Margin Pin Slew 0.590 ns, fillcell total 1099, Cell Area, Synth 1140 µm², die outline height 119 µm, hold buffers post-CTS 0, Lkg Pwr 0.601 nW, root buffer cell clkbuf_8, largest net degree at the start of global routing 23, average instance area after synthesis 10.2 µm², Top-area cell share 44.0%, Power Dens Cells 993 nW/µm², max FFs per register 8, depth of the CTS H-tree 1, total die area 14200 µm², Clock Skews 0.00771 ns, post-synth top area cell dfrtp_1, Main area contributors dfrtp_1 (44%), o22ai_1 (7.7%), nand2_1 (5.0%), dfstp_2 (4.6%), a22o_1 (4.6%), proportion of register bits with asynchronous set or reset after synthesis 100%, DPL Wire Length 1.93 mm, Resized cells post-CTS 0, largest delay contributor family on the critical path simple AND/OR/NAND/NOR gates, clock buffers created by TritonCTS 3, portion of the post-synthesis area used by sequential elements 48.6%, wire length of the first global-routing pass 4.55 mm, detailed-route DRC error count 0, number of distinct library cells after synthesis 34, Synth top cell by count dfrtp_1, DP Area 1400 µm², core region area 9640 µm², data arrival time of the critical path 2.17 ns, initial DRC count 29, max incr delay on CP 0.46 ns, vias per inst 3.50, critical path buffer and inverter count 0, post-layout min period 2.02 ns, layout cells sized above 1 8.94%, Max-Slew Margin vs Limit 60.6%, maximum fanout along the worst path 17, number of warnings reported in the yosys synthesis log 1, final slew viol count 0, max-capacitance violation count 0, master of the slowest instance on the critical path dfrtp_1, post-route clock period utilization 84.0%, Area growth, synth to finish 27.0%, first-pass detailed-route iteration total 6, synthesis area per yosys 1140 µm², worst IR drop on VDD 0.214 mV, count of port buffers added during placement 12, tightest hold margin 0.511 ns, Worst setup EP type flop, startpoint of the most critical setup path clk_cnt[0], Skew-Pair Late Insertion Delay 0.26 ns, average wire per cell in the routed design 10.3 µm, Rows 36, beginning of the worst register-to-register path clk_cnt[0], overall die width 119 µm, number of routed nets with antenna violations 0, OpenROAD warning count 25, clock tree from TritonCTS done, number of buffers inserted to repair setup after CTS 0, number of synthesized register bits 22, critical path cell sequence ha_1 > and4b_1 > and2_1 > mux2_2 > a22o_1, sinks on the clock net 22, Required @ worst endpoint 2.56 ns, number of cells in the yosys synthesis report 112, clock-pin slew reported for the worst setup and hold paths after clock tree synthesis 0.08 ns, total congestion overflow 0, aggregate routed wire length 2.63 mm, Achievable Freq 496 MHz
-- where the power goes --
part / switching (W) / internal (W)
clock: 0.000115 / 0.000118
combinational: 0.000231 / 0.000270
sequential: 0.000179 / 0.000521
total: 0.000525 / 0.000909
-- worst paths after layout --
check | to | slack [ns] | cells past startpoint
worst min register to register | data_reg[7] | 0.51 | 1
worst max register to register | bit_cnt[0] | 0.38 | 5
worst max-delay path | bit_cnt[0] | 0.38 | 5
max in group asynchronous | state[0] | 1.55 | 2
worst min-delay path | data_reg[7] | 0.51 | 1
min in group asynchronous | clk_cnt[3] | 0.56 | 2
-- cell families after synthesis --
family                   share of synthesized area [%]
buffers and inverters                             4.51
adder cells (fa/ha/maj)                           4.40
multiplexers                                     0.990
AND-OR/OR-AND                                     25.2
flip-flops                                        48.6
AND/OR/NAND/NOR                                   16.3
-- final cells by class --
cell class	count	area, µm²	area share (%)
Multi-Input combinational cell	80	533	36.9
Clock buffer	4	45.0	3.12
Inverter	3	11.3	0.780
Tap cell	133	166	11.5
Sequential cell	22	553	38.3
Timing Repair Buffer	14	135	9.36
-- layout by cell type (no fill, tap or decap), types with 2 or more instances in the layout --
cell type	instances
o21ai_1	4
ha_1	4
nand2_1	15
nor2_1	3
a21oi_1	10
nand4_1	2
buf_4	2
a22o_1	6
dfrtp_1	20
nand3_1	2
inv_1	3
o22ai_1	14
clkdlybuf4s50_1	12
clkbuf_8	3
a221o_1	2
o2bb2ai_1	2
dfstp_2	2
-- layer usage --
layer | global-route usage (%) | wire [µm]
met1 | 4.94 | 1250
met2 | 6.43 | 1280
met3 | 0.815 | 95
met4 | 0.382 | 8
met5 | 0 | 0
-- metrics by stage --
stage / total power (W) / cells / utilization [%] / setup WS [ns]
4_1_cts: 0.00145 / 256 / 15.0 / 0.396
3_5_place_dp: 0.00121 / 252 / 14.5 / 0.368
3_3_place_gp: 0.00120 / 252 / 14.5 / 0.380
2_1_floorplan: 0.00105 / 112 / - / 0.670
5_1_grt: 0.00156 / 256 / 15.0 / 0.223
6_report: 0.00143 / 256 / 15.0 / 0.383
No activity file was given, so power comes from the tool's default toggle rates.
